==> design/flow/design.v <==
module adder4(output logic [3:0] z, output oflow, input logic [3:0] a, input logic [3:0] b);
  wire of0;
  wire of1;
  wire of2;
  adder a0(z[0], of0, a[0], b[0], 1'b0);
  adder a1(z[1], of1, a[1], b[1], of0);
  adder a2(z[2], of2, a[2], b[2], of1);
  adder a3(z[3], oflow, a[3], b[3], of2);
endmodule
module adder(output z, output o, input a, input b, input r);
  assign z = (a == 0 ? (b == 0 ? r : !r) : (b == 0 ? !r : r));
  assign o = (a == 0 ? (b == 0 ? 0 : r) : (b == 0 ? r : !r));
endmodule
==> design/flow/run.sh <==
#!/bin/bash
# OpenROAD 26Q1-2900-gdf79404cd8, Yosys 0.63+post, stock flow scripts
make -C /OpenROAD-flow-scripts/flow DESIGN_CONFIG=/design/flow/config.mk WORK_HOME=/design/flow/orfs finish
==> design/flow/config.mk <==
export PLATFORM = sky130hd
export DESIGN_NAME = adder4
export DESIGN_NICKNAME = adder4
export VERILOG_FILES = /design/flow/design.v
export SDC_FILE = /design/flow/constraint.sdc
export NUM_CORES = 4
export LEC_CHECK = 1
export CORE_AREA = 10 10 70 70
export DIE_AREA = 0 0 80 80
==> design/flow/constraint.sdc <==
current_design adder4

set clk_period 2.6
set clk_io_pct 0.2

create_clock -name clk0 -period $clk_period

set non_clock_inputs [all_inputs -no_clocks]
set_input_delay [expr $clk_period * $clk_io_pct] -clock clk0 $non_clock_inputs
set_output_delay [expr $clk_period * $clk_io_pct] -clock clk0 [all_outputs]
==> flow_summary.rst <==
Run summary
-----------

.. list-table::
   :header-rows: 1

   * - Metric
     - Value
   * - Result of the run
     - finished with violations
   * - Failing checks
     - setup timing
   * - Largest combinational cell category by area
     - adder cells
   * - Die Area
     - approximately 6400 µm²
   * - Total leakage power
     - ~0.15 nW
   * - Detailed-route DRC error count
     - 0
   * - Proportion of netlist area held by the largest area contributor
     - about a third
   * - Slowest stage cell, crit path
     - sky130_fd_sc_hd__mux2_4
   * - Min Hold Slack
     - ~1.7 ns
   * - Switching power as a share of total power
     - 28.6%
   * - Antenna cells
     - 0
   * - Pre-placement core utilization
     - roughly 4.4%
   * - Most common cell on crit path
     - sky130_fd_sc_hd__ha_4
   * - Cells traversed along the worst timing path
     - buf_8 -> ha_4 -> ha_4 -> mux2_4 -> ha_4 -> mux2_4 -> ha_4 -> mux2_4 -> buf_2
   * - Count of cell types in the netlist
     - 4
   * - Data arrival, critical path
     - approximately 2.3 ns
   * - Worst relative slew slack
     - between 90% and 100%
   * - Number of cells in the yosys synthesis report
     - 14
   * - Worst hold-check path type
     - primary input to output pin
   * - Max-cap viol count
     - 0
   * - Hold path cells
     - 3
   * - Number of antenna violations at the first check in global routing
     - 0
   * - # IOs
     - 13
   * - Post-layout utilization of the core
     - roughly 11%
   * - Yosys Warn Count
     - 0
   * - Vias in the first global route
     - about 160
   * - Critical path's top delay family
     - adder cells
   * - 1st-iter DRT viols
     - 0
   * - Number of setup buffers added after CTS
     - 0
   * - Total number of vias
     - ~140
   * - Share of cells above drive strength 1
     - 55.6%
   * - Nature of the critical path startpoint
     - primary input
   * - Placed Instance Area
     - between 300 and 400 µm²
   * - Number of warnings in the stage logs
     - 35
   * - Top cells by area
     - sky130_fd_sc_hd__ha_1 33%, sky130_fd_sc_hd__mux2_4 30%, sky130_fd_sc_hd__buf_4 20%
   * - Clock period minus final worst setup slack
     - ~2.8 ns
   * - Sequential group share of total power
     - 0%
   * - Int Power
     - between 50 and 60 µW
   * - Std-Cell Core Area
     - between 3000 and 4000 µm²
   * - Total congestion overflow
     - 0
   * - Gate count of the mapped netlist
     - 14
   * - Setup Viol. Count Final
     - 2
   * - End point of the most critical hold path
     - z[0]
   * - Netlist Area Pre-Place
     - roughly 150 µm²
   * - Peak Freq
     - 0.354 GHz
   * - Highest fanout seen on the critical path
     - 2
   * - Proportion of synthesized chip area in sequential cells
     - 0%
   * - RD Place Congestion
     - about 0.73
   * - Row count
     - 21
   * - Total Power
     - between 70 and 80 µW
   * - Hold wc startpoint
     - a[0]
   * - Clock network fraction of design power
     - 0%
   * - Area growth, synth to finish
     - 153%
   * - Number of clock buffers in the layout
     - 0
   * - RSZ-0062 raised after global routing
     - yes
   * - Routed wire length
     - between 400 and 500 µm
   * - Portion of netlist area occupied by mux cells
     - between 20 and 30%
   * - Mean number of vias per cell
     - ~1.9
   * - Average wire per standard cell
     - 6.27 µm
   * - Worst setup slack after layout
     - -0.224 ns
   * - Data required time of the worst path
     - about 2.1 ns
   * - Count of sequential standard cells
     - 0
   * - Final hold violation count
     - 0
   * - FA/HA/MAJ Cells, Area Fraction
     - about 33%
   * - Share of the synthesized netlist area taken by xor and xnor gates
     - 17.4%
   * - Buffering stage count on the worst path with inverters included
     - 2
   * - Area of all placed cells without fillers
     - 383 µm²
   * - Measured slew at the worst slew-check pin
     - about 0.12 ns
   * - Combinational Power Share
     - approximately 100%
   * - CP Depth
     - 9
   * - First-pass GRT wire length
     - between 700 and 800 µm
   * - Cycle use final
     - 109%
   * - Switching power of the nets
     - a little over 20 µW
   * - Largest area contributor in the synthesized netlist
     - sky130_fd_sc_hd__ha_1
   * - Power per standard cell area
     - 189 nW/µm²
   * - Detailed placement HPWL
     - between 400 and 500 µm
   * - Count of nets left with antenna violations after detail routing
     - 0
   * - Port bufs
     - 13
   * - Critical path class
     - primary input to output pin
   * - Chip area estimate from yosys synthesis
     - roughly 150 µm²
   * - Die extent in y
     - about 80 µm
   * - Syn avg cell area
     - approximately 11 µm²
   * - Commonest cells in the synthesized netlist
     - 4 x sky130_fd_sc_hd__buf_4, 4 x sky130_fd_sc_hd__ha_1, 3 x sky130_fd_sc_hd__mux2_4, 3 x sky130_fd_sc_hd__xor2_1
   * - Simple-gate area share of the yosys netlist
     - 0%
   * - Area of all sequential standard cells
     - 0 µm²
   * - Endpoint class of the critical path
     - output pin
   * - Die Wd
     - 80 µm
   * - Compound-gate portion of the synthesized area
     - 0%
   * - First-pass iteration count of the detailed router
     - 1
   * - Number of max-slew violations in the final report
     - 0
   * - Pin count of the biggest net entering global routing
     - 3
   * - Global-route usage over all layers
     - under 10%
   * - Max VDD drop
     - ~0.063 mV
   * - CP peak stage delay
     - roughly 0.27 ns
## power groups by stage
stage | registers (mW) | clock network (mW) | logic (mW)
finish | 0 | 0 | 0.0722
CTS | 0 | 0 | 0.0741
global route | 0 | 0 | 0.0810
## final cells by class
| class | count | area (µm²) |
|---|---|---|
| Timing Repair Buffer | 17 | 154 |
| Fill cell | 403 | 3030 |
| Tap cell | 46 | 57.6 |
| Multi-Input combinational cell | 10 | 171 |
## metal layers
layer / global-route usage (%) / wire (µm) / vias to the layer above
li1: - / - / 71
met4: 0 / 0 / 0
met3: 0.795 / 79 / 0
met1: 1.78 / 215 / 60
met5: 0 / 0 / -
met2: 2.17 / 163 / 11
## logic make-up (layout without fill, tap and decap cells)
kind of cell  count (synthesis)  in the layout
fa+ha+maj                     4              4
buf+inv                       4             17
xor+xnor                      3              3
mux                           3              3
## tightest hold or removal path: cells and delay by family
family     cells  cell delay, ns
buf+inv        2            0.52
fa+ha+maj      1            0.11
## stage by stage
step / setup slack (ns) / setup TNS (ns) / instances
after floorplan: -0.0840 / -0.142 / 14
after global placement: -0.990 / -2.57 / 73
after detailed placement: -0.990 / -2.64 / 73
after CTS: -0.237 / -0.417 / 73
after global routing: -0.260 / -0.492 / 73
final: -0.224 / -0.383 / 73
## layout by cell type, fill, tap and decap left out
master / Yosys / layout
sky130_fd_sc_hd__mux2_4: 3 / 3
sky130_fd_sc_hd__ha_4: 0 / 4
sky130_fd_sc_hd__buf_4: 4 / 4
sky130_fd_sc_hd__buf_8: 0 / 1
sky130_fd_sc_hd__buf_6: 0 / 1
sky130_fd_sc_hd__dlygate4sd2_1: 0 / 2
sky130_fd_sc_hd__clkdlybuf4s50_1: 0 / 6
sky130_fd_sc_hd__buf_2: 0 / 2
sky130_fd_sc_hd__xor2_1: 3 / 3
sky130_fd_sc_hd__clkdlybuf4s15_1: 0 / 1
## worst max-delay path by stage
stage,from,endpoint,slack [ns]
CTS,b[0],oflow,-0.24
global route,b[0],oflow,-0.26
finish,b[0],oflow,-0.22
## timing repair
item / 4_1_cts / 5_1_grt
hold buffers: 0 / 0
endpoints found under the hold margin: 0 / 0
pin swaps: 5 / 0
endpoints found under the setup margin: 4 / 2
resized: 20 / 1
Power is estimated from default activity; no workload was simulated.
